File: ./design.v
`timescale 1ns / 1ps
module display(
    input rst,
    input clk,
    input [5:0] hour,
    input [5:0] minute,
    input [5:0] second,
    output [7:0] seg_out,
    output [7:0] seg_en
);
reg [2:0] scan_cnt;          
reg [31:0] cnt;
parameter period = 200000;   
reg [7:0] DIG_r;             
assign seg_out = Xseg_out;
assign seg_en = ~DIG_r;
reg [3:0] hh;
reg [3:0] hl;
reg [3:0] mh;
reg [3:0] ml;
reg [3:0] sh;
reg [3:0] sl;
reg [7:0] hh_r;
reg [7:0] hl_r;
reg [7:0] mh_r;
reg [7:0] ml_r;
reg [7:0] sh_r;
reg [7:0] sl_r;
always @(posedge clk or posedge rst)
begin
    if(rst) begin
        hh <= 0;
        hl <= 0;
        mh <= 0;
        ml <= 0;
        sh <= 0;
        sl <= 0;
    end
    else begin
        hh <= hour   / 10;
        hl <= hour   % 10;
        mh <= minute / 10;
        ml <= minute % 10;
        sh <= second / 10;
        sl <= second % 10;
    end
end
reg clkout;
always @(posedge clk or posedge rst) 
begin
    if(rst) begin
        cnt <= 0;
        clkout <= 0;
    end
    else begin
        if(cnt == (period >> 1) - 1) begin
            clkout <= ~clkout;
            cnt <= 0;
        end
        else
            cnt <= cnt + 1;    
    end
end
always @(posedge clkout or posedge rst)
begin
    if(rst)
        scan_cnt <= 0;
    else
        begin
            scan_cnt <= scan_cnt + 1;
            if(scan_cnt == 3'd5) scan_cnt <= 0;
        end
end
always @(scan_cnt)  
begin
    case (scan_cnt)
        3'd0 : DIG_r = 8'b0000_0001;
        3'd1 : DIG_r = 8'b0000_0010;
        3'd2 : DIG_r = 8'b0000_0100;
        3'd3 : DIG_r = 8'b0000_1000;
        3'd4 : DIG_r = 8'b0001_0000;
        3'd5 : DIG_r = 8'b0010_0000;
        default: DIG_r = 8'b0000_0000;  
    endcase
end
reg [3:0] Q;
always @(scan_cnt)
begin
    case (scan_cnt)
        3'd0: Q = sl;
        3'd1: Q = sh;
        3'd2: Q = ml;
        3'd3: Q = mh;
        3'd4: Q = hl;
        3'd5: Q = hh;
    endcase
end
reg [7:0] Xseg_out;
always @(Q)
begin
    case (Q[3:0])
        4'd0: Xseg_out<=8'b01000000;
        4'd1: Xseg_out<=8'b01111001;
        4'd2: Xseg_out<=8'b00100100;
        4'd3: Xseg_out<=8'b00110000;
        4'd4: Xseg_out<=8'b00011001;
        4'd5: Xseg_out<=8'b00010010;
        4'd6: Xseg_out<=8'b00000010;
        4'd7: Xseg_out<=8'b01111000;
        4'd8: Xseg_out<=8'b00000000;
        4'd9: Xseg_out<=8'b00010000;
        default:  Xseg_out<=8'b11111111;
    endcase
end
endmodule
File: ./run.sh
#!/bin/bash
# OpenROAD 26Q1-2900-gdf79404cd8, Yosys 0.63+post, stock flow scripts
make -C /OpenROAD-flow-scripts/flow DESIGN_CONFIG=/design/flow/config.mk WORK_HOME=/design/flow/orfs finish
File: ./config.mk
export PLATFORM = sky130hd
export DESIGN_NAME = display
export DESIGN_NICKNAME = display
export VERILOG_FILES = /design/flow/design.v
export SDC_FILE = /design/flow/constraint.sdc
export NUM_CORES = 4
export LEC_CHECK = 1
export CORE_UTILIZATION = 30
File: ./constraint.sdc
current_design display

set clk_period 7.2
set clk_io_pct 0.2

create_clock -name clk0 -period $clk_period [get_ports {clk}]

set non_clock_inputs [all_inputs -no_clocks]
set_input_delay [expr $clk_period * $clk_io_pct] -clock clk0 $non_clock_inputs
set_output_delay [expr $clk_period * $clk_io_pct] -clock clk0 [all_outputs]
==> results.sh <==
# yosys + openroad results
export IMPL_async_flop_share_pct=93.4
export IMPL_edf_count=0
export IMPL_row_count=40
export IMPL_p_sw_mw=0.164
export IMPL_placed_area_um2=4130
export IMPL_slew_violations=0
export IMPL_pin_count=36
export IMPL_cts_setup_buffers=0
export IMPL_drt_initial_drc_count=142
export IMPL_layout_area_comb_um2=2020
export IMPL_p_per_area_nw_per_um2=160
export IMPL_common_cells="dfrtp_1, nor2_1, nand2_1"
export IMPL_finalSetupTns_ns=0
export IMPL_syn_to_final_growth_pct=17.2
export IMPL_openroad_warnings=29
export IMPL_synth_cell_type_count=60
export IMPL_grt_usage_pct=11.8
export IMPL_grt_max_degree=58
export IMPL_hp_class="register to register"
export IMPL_critPathArrivalTime_ns=4.34
export IMPL_clkLatencyLatePin_ns=0.29
export IMPL_power_frac_comb_pct=13.2
export IMPL_synth_cells=409
export IMPL_netlist_top_cells_area="dfrtp_1, xnor2_1, ha_1"
export IMPL_cp_buffers_inverters=2
export IMPL_p_clk_share_pct=39.9
export IMPL_max_clock_freq_mhz=243
export IMPL_synth_most_common_cell="dfrtp_1"
export IMPL_skew_ns=0.00390
export IMPL_hold_buffers=0
export IMPL_hold_viol=0
export IMPL_grt_pass1_vias=2669
export IMPL_dieArea_um2=12700
export IMPL_crit_type="input pin to register"
export IMPL_port_buffers=33
export IMPL_cp_max_fo=8
export IMPL_wirelength_mm=7.09
export IMPL_core_um2=12000
export IMPL_static_leakage_power_nw=1.85
export IMPL_r2r_end="cnt[24]"
export IMPL_top_area_share_pct=38.8
export IMPL_final_seq_area_um2=1490
export IMPL_rsz0062_at_grt="false"
export IMPL_die_size_y_um=113
export IMPL_cts_buffers=5
export IMPL_viasPerCell=5.05
export IMPL_pwr_share_seq_pct=46.9
export IMPL_fp_util_pct=30.7
export IMPL_die_width_um=113
export IMPL_cpMaxStageDelayCell="clkdlybuf4s50_1"
export IMPL_h_tree_depth=2
export IMPL_cp_slowest_stage_delay_ns=0.54
export IMPL_design_area_um2=4310
export IMPL_yosys_cells=409
export IMPL_synth_avg_cell_area_um2=8.99
export IMPL_grt_pass1_wl_mm=12.3
export IMPL_drive_gt1_share_pct=5.94
export IMPL_cp_end_kind="register"
export IMPL_outcome="complete, no violations"
export IMPL_dp_hpwl_mm=5.33
export IMPL_drc_errors=0
export IMPL_worst_r2r_setup_slack_ns=5.24
export IMPL_cts_resized=0
export IMPL_fillers=1154
export IMPL_ff_type="dfrtp_1"
export IMPL_cp_top_family="simple AND/OR/NAND/NOR gates"
export IMPL_cp_start_kind="input pin"
export IMPL_hold_path_endpoint="cnt[31]"
export IMPL_finalCriticalPeriod_ns=4.11
export IMPL_diodes=0
export IMPL_total_power_mw=0.690
export IMPL_reg2reg_from="cnt[0]"
export IMPL_period_used_pct=57.1
export IMPL_worst_path_stages=12
export IMPL_grt_ovfl_total=0
export IMPL_grt_antenna_before_repair=0
export IMPL_relSlewSlack_pct=53.6
export IMPL_maxCapViolations=0
export IMPL_wire_per_inst_um=12.1
export IMPL_synth_area_leader_cell="dfrtp_1"
export IMPL_tightest_slew_ns=0.696
export IMPL_path_clk_slew_ns=0.07
export IMPL_synth_flop_count=61
export IMPL_crit_required_ns=7.43
export IMPL_firstDrtPassIters=4
export IMPL_yosys_area_um2=3680
export IMPL_ir_drop_v=0.000119
export IMPL_cts_root_buf="clkbuf_16"
export IMPL_path_cells="clkdlybuf4s50_1, nor2_1, inv_1, ha_1, nand2b_1, o21ai_0, nand3_1, and2_1, ha_1, and2_1, a222oi_1, o21a_1"
export IMPL_synth_area_um2=3680
export IMPL_unclocked_regs=7
export IMPL_vias=2954
export IMPL_cts_path_max_buffers=2
export IMPL_place_congestion=0.921
export IMPL_ant_nets=0
export IMPL_reg2reg_depth=5
export IMPL_setup_viol=0
export IMPL_yosys_warnings=1
export IMPL_intPower_mw=0.526
export IMPL_hp_start="cnt[31]"
export IMPL_switching_share_pct=23.8
export IMPL_untimed_endpoints=21
export IMPL_hold_depth=1
export IMPL_cts_tree="done"
==> cell usage in the layout (no fill, tap or decap), types with 9 or more instances in the layout <==
master and instances:
dfrtp_1 57, ha_1 13, inv_1 27, xnor2_1 19, nand2b_1 10, and3_1 11, nand2_1 31, xor2_1 9
nand4_1 12, nor2_1 43, nand3_1 15, o21ai_0 22, clkdlybuf4s50_1 33, a21oi_1 18
==> flip-flops by register name, indices dropped and copies added (netlist names) <==
signal and count:
sh 3, hl 4, hh 3, sl 4, Q 4, ml 4
scan_cnt 3, clkout 1, mh 3, cnt 32
==> per-layer routing <==
layer | GRT usage [%] | share of wire, % | vias to the layer above
met5 | 0 | 0 | -
met2 | 19.7 | 49 | 32
met4 | 1.33 | 0.89 | 0
met3 | 1.58 | 2.4 | 6
met1 | 17.3 | 48 | 1403
li1 | - | - | 1513
==> power groups by stage <==
stage	clock (mW)	combinational, mW	sequential [mW]
5_1_grt	0.297	0.104	0.325
4_1_cts	0.283	0.0916	0.325
6_report	0.275	0.0910	0.324
==> how the worst max path moves through the flow <==
| stage | start | endpoint | slack [ns] |
|---|---|---|---|
| after CTS | second[4] | sl[2] | 3.12 |
| after global routing | second[4] | sl[2] | 2.81 |
| final | second[4] | sl[2] | 3.09 |
==> logic make-up after synthesis <==
group                      after synthesis  synth area share (%)
xor gates and xnor gates                28                  6.67
muxes                                   10                  2.93
and+or+nand+nor                        168                  25.4
adders and majority gates               14                  4.70
other                                    1                 0.102
latches                                  4                  1.63
buffers and inverters                   42                  4.73
DFF                                     57                  38.8
AOI/OAI and AO/OA                       85                  15.0
==> cell type report <==
| type | count | share of cell area (%) |
|---|---|---|
| clock inverters | 3 | 1.13 |
| repair buffers | 34 | 7.84 |
| multi-input cells | 307 | 46.9 |
| flip-flops and latches | 61 | 34.5 |
| inverters | 28 | 2.44 |
| clock buffers | 5 | 2.91 |
| well taps | 147 | 4.27 |
==> through the flow <==
step,util [%],hold WS [ns],cells,setup slack [ns]
after detailed placement,34.6,0.465,577,2.81
final,36.0,0.470,585,3.09
after CTS,36.0,0.477,585,3.12
after floorplan,-,0.443,410,3.63
after global placement,34.6,0.470,577,2.93
after global routing,36.0,0.507,585,2.81
No activity file was given, so power comes from the tool's default toggle rates.
