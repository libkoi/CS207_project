==> ./design.v <==
`timescale 1ns / 1ps
module buzzer(input clk,rst,t,output f);
reg f1;
wire clk_bps,f;
counter2 u_c(clk,rst,clk_bps);
always @(posedge clk_bps && t==1'b1)
begin
    if(f1==1'b0)
        f1=1'b1;
    else if(f1==1'b1)
        f1=1'b0;
    else
        f1=1'b1;
end
assign f=f1;
endmodule
module counter2(input clk, rst,output clk_bps);
    reg [13:0] cnt_first, cnt_second;
    always @(posedge clk or posedge rst)
        if(rst)
            cnt_first<=14'd0;
        else if(cnt_first==14'd10000)
            cnt_first<=14'd0;
        else
            cnt_first<=cnt_first+1'b1;
    always @(posedge clk or posedge rst)
        if(rst)
            cnt_second<=14'd0;
        else if(cnt_second==14'd10)
            cnt_second<=14'd0;
        else if(cnt_first==14'd10000)
            cnt_second<=cnt_second+1'b1;
    assign clk_bps= cnt_second == 14'd10 ? 1'b1:1'b0;
endmodule
==> ./run.sh <==
#!/bin/bash
# OpenROAD 26Q1-2900-gdf79404cd8, Yosys 0.63+post, stock flow scripts
make -C /OpenROAD-flow-scripts/flow DESIGN_CONFIG=/design/flow/config.mk WORK_HOME=/design/flow/orfs finish
==> ./config.mk <==
export PLATFORM = sky130hd
export DESIGN_NAME = buzzer
export DESIGN_NICKNAME = buzzer
export VERILOG_FILES = /design/flow/design.v
export SDC_FILE = /design/flow/constraint.sdc
export NUM_CORES = 4
export LEC_CHECK = 1
export CORE_AREA = 10 10 101 101
export DIE_AREA = 0 0 111 111
==> ./constraint.sdc <==
current_design buzzer

set clk_period 4.5
set clk_io_pct 0.2

create_clock -name clk0 -period $clk_period [get_ports {clk}]

set non_clock_inputs [all_inputs -no_clocks]
set_input_delay [expr $clk_period * $clk_io_pct] -clock clk0 $non_clock_inputs
set_output_delay [expr $clk_period * $clk_io_pct] -clock clk0 [all_outputs]
==> Slide: Implementation Results <==
Run Summary

Status
  • Outcome: complete, no violations

Power
  • Leakage: 0.685 nW
  • PD cells: 243 nW/um^2
  • Peak supply drop: 0.0000832 V

Detailed routing
  • Metal-1 WL: 1.25 mm
  • DR WL met2: 1.15 mm
  • Metal3 WL: 123 microns
  • Drt wl/cell: 9.99 microns
  • DRC: 0
  • Vias after detailed routing: 1051
  • Post-Route WL: 2.56 mm
  • Highest metal used: met4
  • Antenna cell count: 0
  • TritonRoute pass-1 iters: 4
  • Post-DR vias/cell: 4.11
  • Final ANT Viol Nets: 0
  • Initial DRC Count: 36

Global route
  • Overflow left after global routing: 0
  • GRT Resource Usage Total: 0.0429
  • Initial antenna violation count: 0
  • Largest net degree at the start of global routing: 29
  • Vias in the first global route: 1027
  • First-pass GRT wire length: 4.72 mm

Yosys
  • Top cell type's share of synthesized area: 0.472
  • Cells in synth_stat.txt: 148
  • Synth area leader: dfrtp_1
  • Count of cell types in the netlist: 30
  • Top cells, area: dfrtp_1 47%, xor2_1 5.9%, ha_1 5.1%
  • Chip Area, Yosys: 1480 sq um
  • Post-synthesis sequential area ratio: 0.486
  • Mean post-synth cell area: 10.0 sq um
  • Yosys warns: 2
  • Gate Count Post-Synth: 148
  • Mapped Area: 1480 sq um
  • FF+latch count, synth: 29

Clock network
  • Postcts setup bufs: 0
  • CTS H-tree depth: 1
  • Clock-pin slew on the worst setup and hold paths: 0.09 ns
  • Root Driver: clkbuf_8
  • Cts bufs inserted: 3
  • Clock buffer depth: 2
  • Post-CTS sizing: 0
  • Clock Latency Late Sink: 0.27 ns
  • CTS tree: yes
  • CTS Hold Buffers Added: 0

Hold path
  • Hold path endpoint: u_c.cnt_first[11]
  • Hold Crit Start: u_c.cnt_first[11]
  • Hold Path Class: flop to flop
  • Worst hold path depth: 1

Placement
  • Buffers on Ports: 3
  • GP Congestion: 0.877
  • Cell Area, Placed: 1630 sq um
  • Final HPWL DP: 1.81 mm

Flow run
  • Tool warnings: 29
  • Max-cap violations: 0

Final layout
  • Commonest Layout Cell: dfrtp_1
  • Area Growth Syn to Fin: 13.7%
  • Most frequent logic cells in the routed design: 28 x dfrtp_1, 16 x nor2_1, 12 x nand3_1
  • Layout cell share with drive strength beyond 1: 0.0861
  • Final Cell Area: 1690 sq um
  • Fillers: 862

Floorplanning
  • Die y size: 111 microns
  • Floorplan utilization: 0.182
  • Die area: 12300 sq um
  • Core area: 8130 sq um
  • Row count: 33
  • Ports: 4
  • Die width: 111 microns

Setup path
  • FF-to-FF path depth: 4
  • Critical path, cell by cell: nor4b_1 -> nand4b_1 -> nor4_1 -> mux2_2
  • Reg2reg setup slack: 2.08 ns
  • Arrival time worst endpoint: 2.59 ns
  • Setup crit end kind: flop
  • Type of the worst setup path: flop to flop
  • Crit Reg-Reg Startpoint: u_c.cnt_first[3]
  • CP max-delay cell: nand4b_1
  • Crit path largest cell delay: 0.65 ns
  • RR Endpoint: u_c.cnt_second[5]
  • Setup crit start kind: flop
  • Critical Path RT: 4.67 ns
  • CP max FO: 19

STA
  • Worst slew pin tran: 0.750 ns
  • Final hold vios: 0
  • Setup Skew: 0.00524 ns
  • Min Tclk post-route: 2.42 ns
  • Max Fclk: 413 MHz
  • Unrepaired setup endpoints after global routing: false
  • Final setup fails: 0
  • Relative slew slack: 0.497
  • Endpoints left unconstrained: 2
  • Setup TNS: 0 ns
  • Max-slew violations: 0
  • Count of unclocked register or latch pins: 1
  • Final period utilization: 0.539
[metal layers]
| metal | vias up | global-route usage |
|---|---|---|
| met5 | - | 0 |
| li1 | 526 | - |
| met3 | 2 | 0.0104 |
| met4 | 0 | 0.00521 |
| met1 | 505 | 0.0594 |
| met2 | 18 | 0.0680 |
[per-stage QoR]
stage	std cells	hold WS [ns]	util	power, mW	setup WS (ns)
after detailed placement	252	0.482	0.201	0.264	2.12
after global routing	256	0.521	0.208	0.430	1.86
after floorplan	148	0.456	-	0.260	2.23
final	256	0.492	0.208	0.411	2.08
after CTS	256	0.495	0.208	0.418	2.11
after global placement	252	0.476	0.201	0.264	2.14
[power breakdown]
part	total (mW)	switching [mW]	internal (mW)	leakage [nW]
Clock	0.152	0.0739	0.0782	0.0288
Combinational	0.00717	0.00503	0.00214	0.266
Sequential	0.251	0	0.251	0.391
Total	0.411	0.0789	0.332	0.685
[cells by family after synthesis]
| kind of cell | Yosys count | share of synthesized area |
|---|---|---|
| DFF | 29 | 0.486 |
| buffers and inverters | 11 | 0.0287 |
| adders and majority gates | 6 | 0.0506 |
| muxes | 5 | 0.0379 |
| xor gates and xnor gates | 17 | 0.100 |
| and+or+nand+nor | 72 | 0.266 |
| AOI/OAI and AO/OA | 8 | 0.0304 |
[state kept, by name, summed over array words and instances (netlist names)]
register and count:
f1 1, u_c.cnt_second 14, u_c.cnt_first 14
[final cells by class]
type | instances | area, sq um | area share
Sequential cell | 29 | 721 | 0.427
Multi-Input combinational cell | 108 | 721 | 0.427
Tap cell | 105 | 131 | 0.0778
Clock buffer | 4 | 55.1 | 0.0326
Timing Repair Buffer | 4 | 37.5 | 0.0222
Inverter | 6 | 22.5 | 0.0133
[cells in the mapped netlist]
library cell	n
dfrtp_1	28
nor2_1	16
nand3_1	12
nand2_1	10
xor2_1	10
nor4_1	8
nor3_1	7
xnor2_1	7
ha_1	6
inv_1	6
mux2_2	5
a21oi_1	4
clkbuf_1	4
and4_1	3
or4_1	3
nand4_1	2
o21ai_0	2
o31ai_1	2
or3_1	2
and2_1	1
and3_2	1
clkbuf_2	1
dfxtp_1	1
nand4b_1	1
nor2b_1	1
nor4b_1	1
nor4b_2	1
nor4bb_1	1
or2_2	1
or4b_1	1
[worst max path at each step]
stage | startpoint | end | cells past startpoint
CTS | u_c.cnt_first[6] | u_c.cnt_second[13] | 4
global route | u_c.cnt_first[3] | u_c.cnt_first[4] | 4
finish | u_c.cnt_first[3] | u_c.cnt_second[5] | 4
[worst max-delay path, delay by kind of cell (launching register included)]
family        cells  cell delay (ns)
simple gates      3             1.50
flops             1             0.45
mux               1             0.37
No activity file was given, so power comes from the tool's default toggle rates.
